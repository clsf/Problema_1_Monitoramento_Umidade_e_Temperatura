File: flow/constraint.sdc
current_design geradorMicrossegundo

set clk_period 1.4
set clk_io_pct 0.2

create_clock -name clk0 -period $clk_period [get_ports {clk}]

set non_clock_inputs [all_inputs -no_clocks]
set_input_delay [expr $clk_period * $clk_io_pct] -clock clk0 $non_clock_inputs
set_output_delay [expr $clk_period * $clk_io_pct] -clock clk0 [all_outputs]
File: flow/design.v
module geradorMicrossegundo(
	input clk, 
	output microssegundo
);
	reg [5:0] counterClk = 0;  
	reg invertedSignal;  
	always @(posedge clk) begin
		counterClk  <= counterClk +1;
		if(counterClk == 25 - 1) begin  
			counterClk <= 0;
			invertedSignal <= !invertedSignal; 
		end
	end
	assign microssegundo = invertedSignal;  
endmodule 
File: flow/run.sh
#!/bin/bash
# OpenROAD 26Q1-2900-gdf79404cd8, Yosys 0.63+post, stock flow scripts
make -C /OpenROAD-flow-scripts/flow DESIGN_CONFIG=/design/flow/config.mk WORK_HOME=/design/flow/orfs finish
File: flow/config.mk
export PLATFORM = sky130hd
export DESIGN_NAME = geradorMicrossegundo
export DESIGN_NICKNAME = geradorMicrossegundo
export VERILOG_FILES = /design/flow/design.v
export SDC_FILE = /design/flow/constraint.sdc
export NUM_CORES = 4
export LEC_CHECK = 1
export CORE_AREA = 10 10 70 70
export DIE_AREA = 0 0 80 80
==> results.json <==
{
  "cts_root_buf": "clkbuf_4",
  "ios": 2,
  "cts_buffers": 3,
  "power.share.switching_pct": 19.7,
  "numPortBuffers": 1,
  "clkPwrFrac_pct": 47.7,
  "ys_warn_count": 1,
  "synthAdderAreaFrac_pct": 8.73,
  "critPathCaptureType": "primary output",
  "first_pass_iters": 2,
  "fp.dieW_um": 80,
  "drtIter0Drc": 8,
  "slew_headroom_pct": 85.0,
  "ys.flops": 7,
  "antenna_cells": 0,
  "grt_overflow_total": 0,
  "fmax_ghz": 0.755,
  "hold_buffers": 0,
  "yosysTopAreaCell": "dfxtp_1",
  "globalplace.congestion": 0.658,
  "p_comb_share_pct": 0,
  "dpl_cell_area_um2": 362,
  "holdCritStartpoint": "counterClk[0]",
  "yosys_cells": 26,
  "ir_drop_mv": 0.139,
  "fp_util_pct": 8.39,
  "fin_ws_ps": 75.4,
  "grt_pass1_vias": 162,
  "cp_top_family": "buffers and inverters",
  "grt_pass1_wl_um": 683,
  "syn_area_um2": 287,
  "ys_sh_simple_pct": 22.7,
  "cp-startpoint": "invertedSignal",
  "seq_power_share_pct": 52.3,
  "xor_share_pct": 12.2,
  "cts_max_level": 1,
  "ctsResizeCount": 0,
  "rsz0062_at_grt": "no",
  "worst_hold_path_type": "flip-flop to flip-flop",
  "cts_buffer_depth": 2,
  "cp.required_ps": 1120,
  "fin_cells": 78,
  "period_needed_ps": 1320,
  "cp_max_fo": 2,
  "final_area_um2": 388,
  "postSynthCellCount": 26,
  "ant_nets": 0,
  "wirelength_um": 387,
  "min_period_over_period_pct": 94.6,
  "cp_num_buf_inv": 1,
  "dieArea_um2": 6400,
  "powerDensity_nw_per_um2": 1000,
  "vias": 178,
  "cts.clk_slew.worst_paths_ps": 50,
  "switchingPower_uw": 76.8,
  "avgSynthCellArea_um2": 11.0,
  "slowest_delay_ps": 460,
  "warnings": 26,
  "cp.arrival_ps": 1040,
  "finalHoldViolCount": 0,
  "topCombFamilyByArea": "simple AND/OR/NAND/NOR gates",
  "dp_cells": 74,
  "top_cells_by_area": "dfxtp_1 42%, edfxtp_1 10%, xor2_1 9.2%",
  "netlist.area_leader.share_pct": 41.9,
  "die.size.y_um": 80,
  "area_growth_pct": 35.4,
  "track_usage_pct": 1.37,
  "drc": 0,
  "tns_ps": 0,
  "place_ws_ps": 330,
  "tightest_slew_ps": 224,
  "mux_share_pct": 0,
  "core_region_area_um2": 3420,
  "rows": 21,
  "cts_setup_buffers": 0,
  "postSynthSeqShare_pct": 52.4,
  "yosys.area_share.aoi_pct": 0,
  "crit_slowest_cell": "clkdlybuf4s50_1",
  "setup_viol": 0,
  "max_cap_viol_count": 0,
  "antenna_found_initial": 0,
  "status": "completed",
  "grt_max_degree": 6,
  "start_kind": "flip-flop",
  "power_uw": 389,
  "worstSkewPairLatency_ps": 250,
  "crit_chain": "clkdlybuf4s50_1",
  "viasPerCell": 2.28,
  "critical_path_class": "flip-flop to primary output",
  "cts_tree": "yes",
  "p_leak_nw": 0.149,
  "yosysUniqueCellTypes": 11,
  "clock_skew_ps": 1.02,
  "cts_sinks": 7,
  "synth_chip_area_um2": 287,
  "r2r-start": "counterClk[0]",
  "p_int_uw": 312,
  "maxSlewViolCount": 0,
  "drt-wirelength-per-cell_um": 4.96,
  "drive_gt1_share_pct": 18.8
}
-- layout make-up --
class | count | area (um^2)
multi-input cells | 16 | 125
clock buffers | 4 | 26.3
inverters | 3 | 11.3
fillers | 393 | 3030
repair buffers | 2 | 17.5
flip-flops and latches | 7 | 150
well taps | 46 | 57.6
-- placed cells by master, fill, tap and decap left out, drive strengths merged --
cell type / netlist / routed
xor2: 3 / 3
buf: 0 / 1
nor2b: 1 / 1
dfxtp: 6 / 6
edfxtp: 1 / 1
nor2: 5 / 5
nor4b: 1 / 1
nand2: 1 / 1
xnor2: 1 / 1
clkbuf: 0 / 4
nand3: 2 / 2
clkdlybuf4s50: 0 / 1
inv: 3 / 3
ha: 2 / 2
-- final timing paths --
kind / slack [ps] / endpoint / depth (start not counted)
hold / removal: 470 / counterClk[0] / 1
hold reg to reg: 470 / counterClk[0] / 1
setup reg to reg: 300 / counterClk[2] / 5
setup / recovery: 80 / microssegundo / 1
-- Yosys cell counts --
library cell and instances:
inv_1 3, nor4b_4 1, dfxtp_1 6, nor2b_1 1, xor2_1 3, xnor2_1 1, edfxtp_1 1, ha_1 2
nand2_2 1, nor2_1 5, nand3_1 2
-- power groups by stage --
| stage | clock network (mW) | registers [mW] | logic (mW) |
|---|---|---|---|
| global route | 0.212 | 0.203 | 0.0000000738 |
| CTS | 0.192 | 0.203 | 0.0000000738 |
| finish | 0.186 | 0.203 | 0.0000000738 |
-- through the flow --
step	util [%]	hold slack, ps
2_1_floorplan	-	430
3_3_place_gp	10.6	446
3_5_place_dp	10.6	461
4_1_cts	11.4	473
5_1_grt	11.4	508
6_report	11.4	468
-- kinds of logic (layout without fill, tap and decap cells) --
family,count (synthesis),count (layout)
AND/OR/NAND/NOR,10,10
XOR/XNOR,4,4
adder cells (fa/ha/maj),2,2
flip-flops,7,7
buffers and inverters,3,9
-- layer usage --
metal / global-route usage [%] / vias to the layer above / part of all wire (%)
li1: - / 94 / -
met1: 1.82 / 77 / 49
met2: 1.44 / 5 / 33
met3: 1.36 / 2 / 15
met4: 0.352 / 0 / 2.1
met5: 0 / - / 0
-- registers in the layout (all words and copies together) (netlist names) --
| register | cells |
|---|---|
| counterClk | 6 |
| invertedSignal | 1 |
Power figures rest on the tool's default switching activity, not on a simulated workload.
